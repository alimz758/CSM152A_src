`design.v`:
```
`timescale 1ns / 1ps
module clocks(
	clk_i,
	clk_m,
	clk_one,
	clk_five
    );
	input clk_i;
	output wire clk_m;
	output wire clk_one;
	output wire clk_five;
	reg [15:0] m_buffer = 0;
	reg [26:0] one_buffer = 0;
	reg [24:0] five_buffer = 0;
	reg clk_m_reg = 0;
	reg clk_one_reg = 0;
	reg clk_five_reg = 0;
	parameter refresh = 2000;
	parameter one = 1000000;
	parameter five = 200000;
	always @(posedge clk_i) begin
		if(m_buffer == refresh - 1) begin
			m_buffer <= 15'd0;
			clk_m_reg <= ~clk_m;
		end
		else begin
			m_buffer <= m_buffer + 15'b1;
			clk_m_reg <= clk_m;
		end
		if(one_buffer == one - 1) begin
			one_buffer <= 27'd0;
			clk_one_reg <= ~clk_one;
		end
		else begin
			one_buffer <= one_buffer + 27'b1;
			clk_one_reg <= clk_one;
		end
		if(five_buffer == five - 1) begin
			five_buffer <= 25'd0;
			clk_five_reg <= ~clk_five;
		end
		else begin
			five_buffer <= five_buffer + 25'b1;
			clk_five_reg <= clk_five;
		end
	end
	assign clk_m = clk_m_reg;
	assign clk_one = clk_one_reg;
	assign clk_five = clk_five_reg;
endmodule
```
`config.mk`:
```
export PLATFORM = sky130hd
export DESIGN_NAME = clocks
export DESIGN_NICKNAME = clocks
export VERILOG_FILES = /design/flow/design.v
export SDC_FILE = /design/flow/constraint.sdc
export NUM_CORES = 4
export LEC_CHECK = 1
export CORE_UTILIZATION = 40
```
`run.sh`:
```
#!/bin/bash
# OpenROAD 26Q1-2900-gdf79404cd8, Yosys 0.63+post, stock flow scripts
make -C /OpenROAD-flow-scripts/flow DESIGN_CONFIG=/design/flow/config.mk WORK_HOME=/design/flow/orfs finish
```
`constraint.sdc`:
```
current_design clocks

set clk_period 5.5
set clk_io_pct 0.2

create_clock -name clk0 -period $clk_period [get_ports {clk_i}]

set non_clock_inputs [all_inputs -no_clocks]
set_input_delay [expr $clk_period * $clk_io_pct] -clock clk0 $non_clock_inputs
set_output_delay [expr $clk_period * $clk_io_pct] -clock clk0 [all_outputs]
```
==> impl_metrics.json <==
{
  "cts_setup_buffers": 0,
  "fin_tns_setup_ns": 0,
  "core_um2": 7253,
  "pwr-share-clk_pct": 44.6,
  "cts_buffers": 9,
  "tightest_slew_ns": 0.7069,
  "rows": 31,
  "worstRegToRegCells": 5,
  "internal-power_uw": 740.5,
  "warnings": 25,
  "hold_class": "reg -> reg",
  "cts_sinks": 71,
  "power_frac_seq_pct": 55.4,
  "edf_count": 3,
  "grt_pass1_vias": 1908,
  "worst_hold_path.endpoint": "m_buffer[0]$_SDFF_PN0_",
  "crit_buf_inv": 1,
  "syn2layout_area_growth_pct": 10.98,
  "start_kind": "flip-flop",
  "ctsLongestPathBuffers": 2,
  "fp_util_pct": 41.33,
  "dr.first_iter.drc_count": 96,
  "drtAntennaViolNets": 0,
  "fillers": 692,
  "worstHoldStart": "m_buffer[0]$_SDFF_PN0_",
  "period_used_pct": 41.18,
  "grt.overflow.total": 0,
  "cts_root_buf": "clkbuf_8",
  "yosysUniqueCellTypes": 34,
  "p_per_area_nw_per_um2": 280.5,
  "arrival_ns": 1.16,
  "antennaDiodeCount": 0,
  "die_height_um": 88.57,
  "power_uw": 933.1,
  "grt_max_degree": 13,
  "r2r_setup_slack_ns": 3.67,
  "r2r_end": "one_buffer[18]$_SDFF_PN0_",
  "setup_viol_count_final": 0,
  "via_per_inst": 4.991,
  "reg2reg_from": "one_buffer[0]$_SDFF_PN0_",
  "cts-hold-fix-buffers": 0,
  "ys_cells": 322,
  "topCellsByArea": "dfxtp_1 45%, xnor2_1 8.5%, xor2_1 7.6%",
  "crit_slowest_cell": "clkdlybuf4s50_1",
  "track_usage_pct": 14.18,
  "ys_seq_elements": 71,
  "largest_reg_flops": 27,
  "end_kind": "output port",
  "globalplace.congestion": 0.8185,
  "pwr-share-comb_pct": 0,
  "fmax_ghz": 0.4415,
  "cts_htree_levels": 3,
  "portBuffers": 3,
  "crit_chain": "clkdlybuf4s50_1",
  "synth_warnings": 1,
  "yosys_area_um2": 2998,
  "max_slew_margin_pct": 52.51,
  "crit_type": "reg -> out",
  "yosys.area.top_type": "dfxtp_1",
  "rsz0062_at_grt": "no",
  "status": "finished clean",
  "dr.pass1.iters": 4,
  "p_leak_uw": 0.001241,
  "yosysSeqAreaShare_pct": 48.41,
  "power.switching_uw": 192.6,
  "cts_tree": "built",
  "num_vias": 2166,
  "avgSynthCellArea_um2": 9.310,
  "hold_violations": 0,
  "async_flop_share_pct": 0,
  "crit_required_ns": 4.40,
  "slowest_delay_ns": 0.46,
  "synthesis.area_um2": 2998,
  "grt_pass1_wl_um": 8556,
  "antenna_found_initial": 0,
  "chipWidth_um": 88.57,
  "top_area_share_pct": 45.41,
  "ir_worst_vdd_v": 0.0001509,
  "final.setup_skew_ns": 0.009689,
  "wl_um": 4918,
  "switching_share_pct": 20.64,
  "cts_resized": 0,
  "clkLatencyLatePin_ns": 0.34,
  "die-area_um2": 7845,
  "path_clk_slew_ns": 0.08,
  "drv_slew": 0,
  "hold_depth": 1,
  "flop_area_um2": 1451,
  "crit_fanout": 2,
  "regMostFlops": "one_buffer",
  "ys.flop_type": "dfxtp_1",
  "syn_inst": 322,
  "reg.largest.list": "one_buffer x27, five_buffer x25, m_buffer x16",
  "wl_per_cell_um": 11.33,
  "drv_cap": 0,
  "fin_crit_ns": 2.265,
  "final-comb-area_um2": 1491,
  "cp_top_family": "buffers and inverters",
  "top_level_ports": 4,
  "drc": 0,
  "dpl.hpwl_um": 3340,
  "drive_gt1_share_pct": 6.866
}
[power groups by stage]
| stage | Combinational (uW) | Clock [uW] | Sequential (uW) |
|---|---|---|---|
| after CTS | 0.000562 | 433 | 517 |
| after global routing | 0.000562 | 451 | 517 |
| final | 0.000562 | 416 | 517 |
[cells in the final DEF, fill, tap and decap left out, types with 8 or more instances in the layout]
master     n
and3_1     8
clkbuf_8  10
dfxtp_1   68
nand2_1   27
nand3_1   29
nand4_1   15
nor2_1    33
nor3_1    13
nor4_1    12
xnor2_1   29
xor2_1    26
[worst max-delay path by stage]
stage                       start    end  slack [ns]  cells after the start
finish        clk_m_reg$_DFFE_PN_  clk_m        3.24                      1
global route  clk_m_reg$_DFFE_PN_  clk_m        3.17                      1
CTS           clk_m_reg$_DFFE_PN_  clk_m        3.22                      1
[metal layers]
metal / routed length [um] / vias up / track usage [%] / part of all wire (%)
met5: 0 / - / 0 / 0
met4: 72 / 0 / 1.613 / 1.5
met3: 183 / 6 / 3.879 / 3.7
met2: 1996 / 24 / 20.77 / 41
met1: 2665 / 986 / 22.42 / 54
li1: - / 1150 / - / -
[cell usage after synthesis (all sizes together), types with 2 or more instances]
| master | number |
|---|---|
| or4 | 3 |
| xor2 | 26 |
| nor2b | 3 |
| buf | 3 |
| nor3 | 14 |
| clkbuf | 4 |
| o21ai | 6 |
| nor4 | 12 |
| dfxtp | 68 |
| nand2 | 27 |
| nor4b | 4 |
| and2 | 2 |
| nor2 | 33 |
| ha | 3 |
| and4 | 5 |
| or2 | 2 |
| edfxtp | 3 |
| xnor2 | 29 |
| inv | 6 |
| a21oi | 5 |
| or3 | 6 |
| and3 | 8 |
| nand3 | 29 |
| nand4 | 17 |
[cell type report]
class	count	share of cell area [%]
sequential	71	43.63
clock inverter	4	1.655
timing repair buffer	4	1.128
multi-input combinational	238	44.83
clock buffer	12	4.363
inverter	6	0.6769
tap	99	3.723
[per-stage QoR]
stage / instances / util [%] / setup WS (ns) / cell area (um^2) / hold slack [ns]
finish: 434 / 45.87 / 3.235 / 3327 / 0.4509
floorplan: 322 / - / 3.761 / 2998 / 0.4176
global route: 434 / 45.87 / 3.175 / 3327 / 0.4763
global placement: 418 / 43.11 / 3.623 / 3127 / 0.4347
CTS: 434 / 45.87 / 3.216 / 3327 / 0.4611
detailed placement: 418 / 43.11 / 3.600 / 3127 / 0.4421
[cells by family after synthesis]
group,share of synthesized area [%]
buffers and inverters,1.836
XOR/XNOR,16.07
adder cells (fa/ha/maj),1.252
AND/OR/NAND/NOR,29.92
AND-OR/OR-AND,2.504
flip-flops,48.41
Power figures rest on the tool's default switching activity, not on a simulated workload.
