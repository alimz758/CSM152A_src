**flow/config.mk**
```make
export PLATFORM = sky130hd
export DESIGN_NAME = debouncer
export DESIGN_NICKNAME = debouncer
export VERILOG_FILES = /design/flow/design.v
export SDC_FILE = /design/flow/constraint.sdc
export NUM_CORES = 4
export LEC_CHECK = 1
export CORE_AREA = 10 10 88 88
export DIE_AREA = 0 0 98 98
```
**flow/constraint.sdc**
```tcl
current_design debouncer

set clk_period 5.7
set clk_io_pct 0.2

create_clock -name clk0 -period $clk_period [get_ports {clk_in}]

set non_clock_inputs [all_inputs -no_clocks]
set_input_delay [expr $clk_period * $clk_io_pct] -clock clk0 $non_clock_inputs
set_output_delay [expr $clk_period * $clk_io_pct] -clock clk0 [all_outputs]
```
**flow/design.v**
```verilog
`timescale 1ns / 1ps
module debouncer(
	clk_in,
	button_in,
	button_out
    );
input button_in;
input clk_in;
output button_out;
reg [15:0] contact_ct;
reg button_out_reg;
always @(posedge clk_in) begin
	if(button_in == 0) begin
		contact_ct<= 0;
		button_out_reg <= 0;
	end
	else begin
		contact_ct <= contact_ct + 1'b1;
		if(contact_ct == 16'hffff) begin
			button_out_reg <= 1;
			contact_ct <= 0;
		end
	end
end
assign button_out = button_out_reg;
endmodule
```
**flow/run.sh**
```bash
#!/bin/bash
# OpenROAD 26Q1-2900-gdf79404cd8, Yosys 0.63+post, stock flow scripts
make -C /OpenROAD-flow-scripts/flow DESIGN_CONFIG=/design/flow/config.mk WORK_HOME=/design/flow/orfs finish
```
==> CHANGELOG.md <==
## Flow update

- Detail Route Antenna Nets: 0
- Worst path top cell family by delay: buffers and inverters
- Seq share, synth: 0.446
- Crit path kind: reg -> out
- Worst Path Max Fanout: 2
- Setup tns final: 0 ns
- Antenna violations before repair: 0
- Die width: between 90 and 100 um
- Dpl hpwl: approximately 850 um
- Num ports: 3
- Die Area: 0.00960 sq mm
- P_sw: 0.0472 mW
- Max stage delay on crit path: 0.46 ns
- Crit path arrival time: between 1 and 1.5 ns
- Max stage delay cell, worst path: clkdlybuf4s50_1
- Cell Area, Synth: about 760 sq um
- MaxCap Viol Count: 0
- Rel. slew slack: 0.504
- Number of port buffers: 2
- Global-route wire length before repair: ~2200 um
- Grt ovf: 0
- Antenna diodes: 0
- Largest net degree at the start of global routing: 14
- Post-CTS setup buffers: 0
- Power per cell area: 240 mW/mm^2
- Yosys warning count: 1
- Worst slew pin tran: about 0.74 ns
- RSZ-0062 raised after global routing: no
- Hold Path Depth: 1
- Clk root buf: clkbuf_8
- CP endpoint kind: output port
- Req. time, crit path: 4.56 ns
- Skew final: around 0.0052 ns
- Critical path cell sequence: clkdlybuf4s50_1
- Synth Instances: approximately 80
- # fillers: 645
- Share of total power in the clock network: 0.415
- Worst Path Buf+Inv: 1
- Status: finished clean
- # Cells Yosys: 80
- Number of global-route vias before repair: 466
- Die Y: 98 um
- Hold Buf Count CTS: 0
- RD Place Congestion: 0.762
- Post-synthesis chip area from yosys: around 760 sq um
- # clock sinks: 17
- Layout area overhead: 19.8%
- Switching share of power: 0.215
- Synth Register Bits: 17
- Tot Pwr: between 0.2 and 0.25 mW
- Startpoint types: flip-flop
- Flop pwr share: 0.555
- Clock latency (worst-skew pair): 0.25 ns
- Total core area: 0.00592 sq mm
- CTS buffer count: 3
- Leakage: 0.316 nW
- Setup violators final: 0
- Gate power share: 0.030
- Synth unique cells: 17
- Fin crit period: between 2 and 2.5 ns
- FF-to-FF path depth: 5
- Share of cells above drive strength 1: 0.0941
- H-tree levels: 1
- Drt pass-1 iters: 4
- Tot GR Track Use: 0.0262
- Routed WL per cell: 7.83 um
- Pre-placement core utilization: 0.129
- Fmax: around 0.46 GHz
- FF-to-FF Start: contact_ct[0]
- First-iteration detailed-routing DRC count: 7
- CTS tree: yes
- Max VDD drop: 0.000194 V
- OpenROAD warnings: 25
- Tcrit/Tclk final: 0.383
- Final Hold Vio Count: 0
- Crit path depth: 1
- Worst min path class: reg -> reg
- CTS resizes: 0
- Min Hold Slack: 0.446 ns
- Worst hold start: contact_ct[0]
- Vias per cell: 3.19
- Clock buffer depth: 2
- Critical Path Source: button_out_reg
- Avg Inst Size Synth: 9.54 sq um
- Internal power: 0.173 mW
- DRC viols: 0
- Max reg flops: 16
- FP Rows: 28
- Total wire length: 1250 um
- Final Max Slew Viols: 0
- Vias: 510
- Reg clk slew, reported paths: 0.07 ns
==> logic make-up after synthesis <==
kind of cell	share of synthesized area
XOR/XNOR	0.161
AND/OR/NAND/NOR	0.302
adder cells (fa/ha/maj)	0.0164
buffers and inverters	0.0295
flip-flops	0.446
AND-OR/OR-AND	0.0459
==> layer usage <==
metal | up-vias | global-route usage | routed length [um]
li1 | 275 | - | -
met1 | 229 | 0.0374 | 683
met2 | 4 | 0.0360 | 485
met3 | 2 | 0.0114 | 55
met4 | 0 | 0.00447 | 27
met5 | - | 0 | 0
==> worst paths after layout <==
kind / end / slack (ns)
hold / removal: contact_ct[0] / 0.45
setup reg to reg: contact_ct[11] / 3.84
setup / recovery: button_out / 3.52
hold reg to reg: contact_ct[0] / 0.45
==> synthesized netlist by cell type, drive strengths merged <==
library cell,n,share of area
xnor2,9,0.10
nor3,4,0.026
dfxtp,17,0.45
and2,3,0.025
inv,3,0.015
nor4,5,0.041
buf,1,0.015
nor2,16,0.079
o21a,1,0.0098
xor2,5,0.057
nand3,4,0.026
ha,1,0.016
or2,1,0.011
o41ai,1,0.036
nand4,3,0.064
nand2,6,0.030
==> cells in the final DEF (no fill, tap or decap) <==
master	n
o21a_1	1
xor2_1	5
inv_1	3
ha_1	1
nand3_1	4
xnor2_1	9
or2_4	1
clkinvlp_4	1
nor4_1	5
clkbuf_8	3
clkdlybuf4s50_1	2
nor2_1	16
dfxtp_1	17
nor3_1	4
nand4_1	1
nand4_4	2
and2_1	3
o41ai_4	1
nand2_1	6
==> per-stage QoR <==
stage,worst slack (ns),utilization,instances,area [sq um]
after floorplan,4.18,-,80,763
after global placement,3.57,0.146,156,866
after detailed placement,3.57,0.146,156,866
after CTS,3.50,0.154,160,915
after global routing,3.46,0.154,160,915
final,3.52,0.154,160,915
==> area by class of cell <==
class | instances | area, sq um | area share
Clock inverter | 1 | 7.51 | 0.00821
Multi-Input combinational cell | 59 | 400 | 0.438
Timing Repair Buffer | 2 | 20.0 | 0.0219
Tap cell | 75 | 93.8 | 0.103
Sequential cell | 17 | 340 | 0.372
Inverter | 3 | 11.3 | 0.0123
Clock buffer | 3 | 41.3 | 0.0451
==> power groups by stage <==
stage	logic, mW	registers [mW]	clock network (mW)
after global routing	0.00741	0.122	0.101
after CTS	0.00678	0.122	0.0957
final	0.00663	0.122	0.0913
No activity file was given, so power comes from the tool's default toggle rates.
