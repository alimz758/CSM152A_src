<file path="flow/config.mk">
export PLATFORM = sky130hd
export DESIGN_NAME = display
export DESIGN_NICKNAME = display
export VERILOG_FILES = /design/flow/design.v
export SDC_FILE = /design/flow/constraint.sdc
export NUM_CORES = 4
export LEC_CHECK = 1
export CORE_AREA = 10 10 88 88
export DIE_AREA = 0 0 98 98
</file>
<file path="flow/constraint.sdc">
current_design display

set clk_period 2.2
set clk_io_pct 0.2

create_clock -name clk0 -period $clk_period [get_ports {clk_m}]

set non_clock_inputs [all_inputs -no_clocks]
set_input_delay [expr $clk_period * $clk_io_pct] -clock clk0 $non_clock_inputs
set_output_delay [expr $clk_period * $clk_io_pct] -clock clk0 [all_outputs]
</file>
<file path="flow/design.v">
`timescale 1ns / 1ps
module display(
	clk_m,
	min_tens,
	min_ones,
	sec_tens,
	sec_ones,
	an,
	seg
    );
	input clk_m;
	input [3:0] min_tens;
	input [3:0] min_ones;
	input [3:0] sec_tens;
	input [3:0] sec_ones;
	output [3:0] an;
	output [7:0] seg;
	reg [2:0] iterator;
	reg [3:0] value;
	reg [3:0] an_reg;
	reg [7:0] seg_reg;
	wire [3:0] an;
	wire [7:0] seg;
	initial begin
		iterator = 3'b001;
	end
	always @(posedge clk_m) begin
		if(iterator == 3'b101) begin
			iterator = 3'b001;
		end
		case(iterator)
			3'b001: an_reg = 4'b0111;	 
			3'b010: an_reg = 4'b1011;	 
			3'b011: an_reg = 4'b1101;	 
			3'b100: an_reg = 4'b1110;	 
			default: an_reg = 4'b1110;
		endcase
		case(iterator)
			3'b001: value = min_tens;
			3'b010: value = min_ones;
			3'b011: value = sec_tens;
			3'b100: value = sec_ones;	 
			default: value = 4'b0000;
		endcase
		case(value)
			4'b0000 : seg_reg = 8'b11000000;	 
			4'b0001 : seg_reg = 8'b11111001;
			4'b0010 : seg_reg = 8'b10100100;
			4'b0011 : seg_reg = 8'b10110000;
			4'b0100 : seg_reg = 8'b10011001;
			4'b0101 : seg_reg = 8'b10010010;
			4'b0110 : seg_reg = 8'b10000010;
			4'b0111 : seg_reg = 8'b11111000;
			4'b1000 : seg_reg = 8'b10000000;
			4'b1001 : seg_reg = 8'b10010000;
			default : seg_reg = 8'b11000000;
		endcase    
		iterator = iterator + 1;
	end
	assign an = an_reg;
	assign seg = seg_reg;
endmodule
</file>
<file path="flow/run.sh">
#!/bin/bash
# OpenROAD 26Q1-2900-gdf79404cd8, Yosys 0.63+post, stock flow scripts
make -C /OpenROAD-flow-scripts/flow DESIGN_CONFIG=/design/flow/config.mk WORK_HOME=/design/flow/orfs finish
</file>
==> results.json <==
{
  "ys_cells": 72,
  "cts_buffer_depth": 2,
  "grt_pass1_wl_um": 3350,
  "warnings": 33,
  "portBuffers": 27,
  "ir_worst_vdd_uv": 145,
  "cts_tree": "done",
  "drtAntennaViolNets": 0,
  "worstPathMaxFanout": 5,
  "clk_latency_ps": 240,
  "rr_startpoint": "iterator[1]$_DFF_P_",
  "ys_ff": 14,
  "initial_core_util": 0.127,
  "ys_types": 26,
  "wl_um": 2140,
  "area_leaders": "dfxtp_1 (37%), ha_1 (18%), o211ai_4 (5.7%)",
  "dieHeight_um": 98,
  "postCtsHoldBufs": 0,
  "syn-instance-count": 72,
  "first_pass_iters": 3,
  "crit_path_end_kind": "flip-flop",
  "clock_skew_ps": 5.25,
  "min_to": "iterator[0]$_DFF_P_",
  "first_global_vias": 652,
  "syn-cell-area_um2": 749,
  "start_kind": "flip-flop",
  "common_cells": "dfxtp_1 (14), ha_1 (11), inv_1 (8), nand2_1 (6)",
  "rows": 28,
  "wl_per_cell_um": 11.7,
  "grt_antenna_before_repair": 0,
  "drv_slew": 0,
  "async_flop_share": 0,
  "ff_type": "dfxtp_1",
  "fp.dieArea_um2": 9600,
  "hold_viol": 0,
  "coreArea_um2": 5920,
  "layout-drive-gt1-share": 0.215,
  "largest_register_ffs": 7,
  "fin_util": 0.205,
  "fp.dieW_um": 98,
  "dpl.hpwl_um": 1760,
  "leakage_nw": 0.449,
  "status": "finished clean",
  "ctsHtreeMaxLevel": 1,
  "grt_remaining_overflow": 0,
  "yosysTopAreaCellShare": 0.374,
  "power_w": 0.000495,
  "route.detailed.drc": 0,
  "powerDensity_nw_per_um2": 408,
  "drtIter0Drc": 15,
  "r2r_end": "seg_reg[3]$_SDFF_PP0_",
  "finalSetupViolations": 0,
  "edf_count": 0,
  "hold_depth": 2,
  "finalCritPeriodShare": 0.942,
  "synth.most_common_cell": "dfxtp_1",
  "crit_type": "flip-flop to flip-flop",
  "reg2reg_setup_slack_ps": 130,
  "cts_sinks": 14,
  "area_growth_pct": 61.9,
  "yosysTopAreaCell": "dfxtp_1",
  "io-pin-count": 29,
  "fillers": 621,
  "hold_start": "iterator[0]$_DFF_P_",
  "synth_seq_share": 0.374,
  "antenna_cells": 0,
  "grt_start_max_net_pins": 10,
  "syn_avg_cell_area_um2": 10.4,
  "hold_path_class": "flip-flop to flip-flop",
  "yosys-stat-area_um2": 749,
  "gr-usage-all-layers": 0.0428,
  "viasPerCell": 3.42,
  "clockRootBuffer": "clkbuf_8",
  "maxCapViolCount": 0,
  "required_ps": 2360,
  "place_congestion": 0.780,
  "rr_worst_depth": 10,
  "max_freq_ghz": 0.483,
  "yosysWarningCount": 1,
  "arrival_ps": 2230,
  "min_period_ps": 2070,
  "clkSlewWorstSetupHoldPaths_ps": 60,
  "cts_buffers": 3,
  "crit_start": "iterator[1]$_DFF_P_",
  "vias": 623
}
[report_power, final]
part / leakage, nW / internal (W) / total [W] / switching, W
logic: 0.314 / 0.0000251 / 0.0000320 / 0.00000688
clock network: 0.0216 / 0.000121 / 0.000209 / 0.0000882
registers: 0.113 / 0.000254 / 0.000254 / 0
total: 0.449 / 0.000400 / 0.000495 / 0.0000951
[through the flow]
step | worst slack [ps] | area [um2] | hold WS [ps] | instances | setup TNS, ps
global route | -8.08 | 1210 | 586 | 182 | -8.26
floorplan | 3.32 | 749 | 460 | 72 | 0
CTS | 2.26 | 1180 | 544 | 181 | 0
detailed placement | 40.0 | 1140 | 532 | 178 | 0
global placement | 75.2 | 1140 | 532 | 178 | 0
finish | 128 | 1210 | 538 | 182 | 0
[final cells by class]
class	count	area, um2	share of cell area
inverters	9	36.3	0.0299
flip-flops and latches	14	282	0.232
multi-input cells	48	445	0.367
repair buffers	33	315	0.260
well taps	75	93.8	0.0773
clock buffers	3	41.3	0.0340
[worst max-delay path: stages (launching register included)]
cell and delay, ps:
dfxtp_2 340, inv_1 50, ha_1 200, and2b_4 250, inv_1 50, ha_2 220
a22oi_2 180, o211ai_2 180, inv_2 100, ha_1 240, a211oi_1 190
[layout by cell type, fill, tap and decap left out, drive strengths merged, types with 2 or more instances in the layout]
cell / count
buf: 6
nand2: 6
nor2: 3
nand4b: 4
clkdlybuf4s50: 27
clkbuf: 3
a22oi: 4
dfxtp: 14
a21oi: 2
o211ai: 3
inv: 9
mux2i: 2
ha: 11
[logic make-up (layout without fill, tap and decap cells)]
kind of cell / after synthesis / after routing / share of synthesized area
mux: 3 / 3 / 0.0417
simple gates: 19 / 19 / 0.145
fa+ha+maj: 11 / 11 / 0.184
flops: 14 / 14 / 0.374
buf+inv: 10 / 45 / 0.0584
xor+xnor: 1 / 1 / 0.0117
compound gates: 13 / 13 / 0.180
other cells: 1 / 1 / 0.00500
[layer usage]
| metal | track usage | part of all wire |
|---|---|---|
| met1 | 0.0500 | 0.42 |
| met4 | 0.00895 | 0.019 |
| met2 | 0.0721 | 0.48 |
| met5 | 0 | 0 |
| met3 | 0.0171 | 0.076 |
[repair_timing]
action,4_1_cts,5_1_grt
gates resized,0,7
setup buffers,0,1
endpoints found under the setup margin,1,6
pin swaps,1,2
[worst max path at each step]
stage	to	cells after the start	slack [ps]
4_1_cts	seg_reg[4]$_DFF_P_	10	2
5_1_grt	seg_reg[6]$_DFF_P_	10	-8
6_report	seg_reg[3]$_SDFF_PP0_	10	130
Power figures rest on the tool's default switching activity, not on a simulated workload.
